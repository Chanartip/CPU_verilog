$ cat flow/design.v
`timescale 1ns / 1ps
module Sequence_010110_detector(clk, reset, x, m, z, state);
   input       clk, reset;              
   input                x;              
   input                m;              
   output reg           z;              
   output reg [2:0] state;              
   reg   [2:0]    PresentState;        
   reg   [2:0]    NextState;
   always @ (PresentState, x, m)
      case( {PresentState, x} )
         4'b000_0: NextState = 3'b001;
         4'b001_0: NextState = 3'b001;
         4'b001_1: NextState = 3'b010;
         4'b010_0: NextState = 3'b011;
         4'b011_0: NextState = 3'b001;
         4'b011_1: NextState = 3'b100;
         4'b100_0: NextState = 3'b011;
         4'b100_1: NextState = 3'b101;
         4'b101_0: NextState = m ? 3'b000 : 3'b110;    
         4'b110_0: NextState = m ? 3'b000 : 3'b001;    
         default : NextState = 3'b000;
      endcase
   always @ (posedge clk, posedge reset)
      if(reset == 1'b1)
         PresentState = 3'b0;
      else
         PresentState = NextState;
   always @ (PresentState, x, m)
      case(PresentState)
         3'b000: {state, z} = 4'b000_0;
         3'b001: {state, z} = 4'b001_0;
         3'b010: {state, z} = 4'b010_0;
         3'b011: {state, z} = 4'b011_0;
         3'b100: {state, z} = 4'b100_0;
         3'b101: {state, z} = m ? ( x ? 4'b101_0 : 4'b101_1) : 4'b101_0;
         3'b110: {state, z} = 4'b110_1;
         default:{state, z} = 4'b000_0;
      endcase
endmodule
`timescale 1ns / 1ps
module Sequence_detector_top(clk, reset, step, X, M, Z, Q);
   input clk,reset;
   input      step;
   input         X;
   input         M;
   output        Z;
   output [2:0]  Q;
   wire step_out;
   Sequence_010110_detector sd0 (step_out, reset, X, M, Z, Q);
   switch_filter sd1(clk, reset,    step, step_out);
endmodule
`timescale 1ns / 1ps
module clk_div(clk_in, reset, clk_out);
   input    reset;       
   input    clk_in;      
   output   clk_out;     
   reg      clk_out;
   integer   i;         
   parameter Board_clk = 100*1000000;  
   always @ (posedge reset, posedge clk_in) begin
      if(reset == 1'b1) begin
         i = 0;
         clk_out = 1'b0;
      end
      else begin      
         i = i + 1;   
         if(i >= (Board_clk/500)/2 ) begin
            clk_out = ~clk_out;  
            i = 0;
         end
      end
   end    
endmodule
`timescale 1ns / 1ps
module debounce(clk, reset, Din, Dout);
   input  clk;        
   input  reset;      
   input  Din;        
   output Dout;       
   reg [9:0] q;       
    always @ (posedge clk or posedge reset) begin
      if(reset == 1'b1)        
         q <= 10'b0;            
      else begin               
         q[9] <= q[8];   q[8] <= q[7];   q[7] <= q[6];   q[6] <= q[5];
         q[5] <= q[4];   q[4] <= q[3];   q[3] <= q[2];   q[2] <= q[1];
         q[1] <= q[0];   q[0] <= Din;
      end
   end       
   assign Dout = !q[9] & q[8] & q[7] & q[6] & q[5] & q[4] & q[3] & q[2] & q[1] & q[0];
endmodule
`timescale 1ns / 1ps
module switch_filter(clk, reset, Step_in, Step_out);
   input    clk, reset;        
   input    Step_in;           
   output   Step_out;          
   wire     clk_500;           
   clk_div sf0(   clk, reset, clk_500);
   debounce sf1(clk_500, reset, Step_in, Step_out);
endmodule
$ cat flow/run.sh
#!/bin/bash
# OpenROAD 26Q1-2900-gdf79404cd8, Yosys 0.63+post, stock flow scripts
make -C /OpenROAD-flow-scripts/flow DESIGN_CONFIG=/design/flow/config.mk WORK_HOME=/design/flow/orfs finish
$ cat flow/config.mk
export PLATFORM = sky130hd
export DESIGN_NAME = Sequence_detector_top
export DESIGN_NICKNAME = Sequence_detector_top
export VERILOG_FILES = /design/flow/design.v
export SDC_FILE = /design/flow/constraint.sdc
export NUM_CORES = 4
export LEC_CHECK = 1
export CORE_UTILIZATION = 40
$ cat flow/constraint.sdc
current_design Sequence_detector_top

set clk_period 7.3
set clk_io_pct 0.2

create_clock -name clk0 -period $clk_period [get_ports {clk}]

set non_clock_inputs [all_inputs -no_clocks]
set_input_delay [expr $clk_period * $clk_io_pct] -clock clk0 $non_clock_inputs
set_output_delay [expr $clk_period * $clk_io_pct] -clock clk0 [all_outputs]
==> flow_metrics.env <==
# physical design summary
export IMPL_async_reset_ff_share_pct=100.0
export IMPL_syn2layout_area_growth_pct=9.009
export IMPL_post_route_period_util_pct=58.79
export IMPL_place_congestion=0.8103
export IMPL_met1_usage_pct=26.04
export IMPL_min_period_ps=4291
export IMPL_cts_buffers=5
export IMPL_remaining_drc_errors=0
export IMPL_synthTopCellsByArea="dfrtp_1 46%, xor2_1 6.7%, nor2_1 6.3%, xnor2_1 5.3%, nand3_1 3.0%"
export IMPL_hold_slack_ps=493.4
export IMPL_initial_core_util_pct=41.74
export IMPL_peakVddDrop_v=0.00007855
export IMPL_fin_area_mm2=0.002710
export IMPL_finalWirelength_um=4494
export IMPL_grt_util_all_layers_pct=16.08
export IMPL_p_per_area_mw_per_mm2=119.2
export IMPL_use_met3_pct=2.737
export IMPL_yosys_area_top_type="dfrtp_1"
export IMPL_drt_first_pass_iters=4
export IMPL_coreArea_mm2=0.005956
export IMPL_finalPower_mw=0.3230
export IMPL_clkTransAtPathRegs_ps=60
export IMPL_synth_edff_count=0
export IMPL_tns_ps=0
export IMPL_synthTopCellsByCount="46 x dfrtp_1, 42 x nor2_1, 19 x xor2_1"
export IMPL_syn_inst=264
export IMPL_post_cts_buffers=0
export IMPL_grt_pass1_vias=1735
export IMPL_num_rows=28
export IMPL_tightest_slew_ps=861.4
export IMPL_unclocked_pins=13
export IMPL_cts_resized=0
export IMPL_finalHoldViolations=0
export IMPL_synth_warnings=3
export IMPL_unconstrained_endpoints=16
export IMPL_ys_cells=264
export IMPL_arrival_ps=2830
export IMPL_die_y_um=80.84
export IMPL_post_drt_wl_per_cell_um=13.03
export IMPL_dpl_hpwl_um=3103
export IMPL_most_common_cell="dfrtp_1"
export IMPL_maxSlewViolCount=0
export IMPL_clk_latency_ps=290
export IMPL_drv_cap=0
export IMPL_routed_via_density=5.388
export IMPL_dieArea_mm2=0.006534
export IMPL_clock_skew_ps=8.501
export IMPL_postRouteAntennaNets=0
export IMPL_grt_pass1_wl_um=8031
export IMPL_die_w_um=80.84
export IMPL_hold_path_class="flop to flop"
export IMPL_clock_root_buffer="clkbuf_8"
export IMPL_power_leakage_nw=1.057
export IMPL_grt_busiest_layer="met1"
export IMPL_synth_main_ff_cell="dfrtp_1"
export IMPL_ioPinCount=9
export IMPL_top_cell_area_share_pct=46.30
export IMPL_antenna_found_initial=0
export IMPL_setup_violations=0
export IMPL_grt_overflow=0
export IMPL_n_antenna_cell=0
export IMPL_synth_area_yosys_mm2=0.002486
export IMPL_tool_warnings=25
export IMPL_clock_path_buffers=2
export IMPL_path_max_fanout=8
export IMPL_htree_num_levels=2
export IMPL_drt_iter0_drc=104
export IMPL_synth_cell_types=47
export IMPL_outcome="completed"
export IMPL_num_vias=1859
export IMPL_placed_area_mm2=0.002630
export IMPL_rsz0062_at_grt="no"
export IMPL_portBuffers=8
export IMPL_critPathLaunchType="input port"
export IMPL_synth_seq_area_share_pct=46.30
export IMPL_ys_flops=46
export IMPL_max_freq_mhz=233.0
export IMPL_syn_area_mm2=0.002486
export IMPL_grt_max_degree=47
export IMPL_synth_area_per_cell_um2=9.417
export IMPL_cts_hold_buf=0
export IMPL_cts_tree="done"
export IMPL_layout_drive_gt1_share_pct=4.815
export IMPL_critPathCaptureType="primary output"
export IMPL_max_slew_margin_pct=42.09
export IMPL_cp_required_ps=5840
export IMPL_crit_type="input port to primary output"
export IMPL_gr_usage_met2_pct=24.37
==> path summary, 6_finish.rpt <==
kind	depth (start not counted)	slack (ps)	from	end
worst max-delay path	5	3010	X	Z
worst min-delay path	1	490	sd1.sf0.i[0]	sd1.sf0.i[0]
worst max register to register	8	3850	sd1.sf0.i[0]	sd1.sf0.clk_out
worst min register to register	1	490	sd1.sf0.i[0]	sd1.sf0.i[0]
max in group asynchronous	3	5290	reset	sd1.sf0.i[4]
min in group asynchronous	3	1630	reset	sd1.sf0.i[26]
==> area by class of cell <==
type                    instances  area, um^2
fillers                       582        3246
multi-input cells             199        1260
flip-flops and latches         46        1151
repair buffers                 11       102.6
well taps                      75       93.84
clock buffers                   8       80.08
inverters                       6       22.52
==> registers in the layout, indices dropped and copies added (netlist names) <==
signal / count
sd1.sf0.i: 32
sd1.sf1.q: 10
sd1.sf0.clk_out: 1
sd0.PresentState: 3
==> critical path, cell delays in order <==
cell             delay, ps
clkdlybuf4s50_1        520
nor2_1                 130
nand3_1                 80
a21boi_0               170
clkdlybuf4s50_1        470
==> power breakdown <==
part | switching (mW) | leakage, nW | total (mW) | internal (mW)
Combinational | 0.00618 | 0.412 | 0.00916 | 0.00298
Sequential | 0 | 0.605 | 0.183 | 0.183
Clock | 0.0633 | 0.0395 | 0.131 | 0.0677
==> stage by stage <==
step           util (%)  setup WS, ps  instances
4_1_cts           45.50          3005        345
2_1_floorplan         -          3960        264
6_report          45.50          3009        345
3_3_place_gp      44.16          3008        337
5_1_grt           45.50          2875        345
3_5_place_dp      44.16          3009        337
==> cells by family after synthesis <==
logic type	synth area share (%)
buffers and inverters	3.020
DFF	46.30
AOI/OAI and AO/OA	10.12
muxes	0.4026
and+or+nand+nor	27.68
adders and majority gates	0.5032
xor gates and xnor gates	11.98
==> placed cells by master (no fill, tap or decap), drive strengths merged, types with 4 or more instances in the layout <==
cell           count
nor2              42
and2               4
nor3               7
clkbuf             8
xnor2             15
a21boi             5
inv                6
a21oi              5
nand4             11
clkdlybuf4s50      8
nand3             15
xor2              19
dfrtp             46
and3               5
nand2             17
nor4               9
nand4b             4
==> layer usage <==
layer  vias up  wire (um)
li1        942          -
met3         4        192
met2        38       1964
met4         0         41
met1       875       2296
met5         -          0
Power is estimated from default activity; no workload was simulated.
